**flow/run.sh**
```bash
#!/bin/bash
# OpenROAD 26Q1-2900-gdf79404cd8, Yosys 0.63+post, stock flow scripts
make -C /OpenROAD-flow-scripts/flow DESIGN_CONFIG=/design/flow/config.mk WORK_HOME=/design/flow/orfs finish
```
**flow/design.v**
```verilog
`timescale 1ns / 1ps
module adder1(
    input [7:0] a,
    input [7:0] b,
    output [8:0] sum
	);
wire [7:0] out1;
wire [7:0] out2;
wire[7:0] temp1;
wire[7:0] temp2;
wire [7:0] temp3;
wire temp;
assign temp1 ={1'b0, a[6:0]};
assign temp2 = {1'b0, b[6:0]};
comparator1 C1(.a(a), .b(b), .out(temp)) ;
mux M1 (.a(temp1) , .b(-temp1) , .s( a[7] ), .o( out1)  );
mux M2 (.a(temp2) , .b(-temp2 ) , .s( b[7] ), .o(out2 )  );
addermod A1(.a(out1), .b(out2) , .out(temp3));
assign sum ={temp , temp3 };
endmodule
`timescale 1ns / 1ps
module addermod(input[7:0] a, input [7:0] b, output reg [7:0]  out
    );
reg [8:0] temp; 
always@(*)
begin
temp = a+b;
if(temp[7])
	begin
	if(a[7]==0 && b[7]==0)
		out = temp[7:0];
	else
		out = -(temp[7:0]);
	end
else
	begin
	if(a[7]==1 && b[7]==1)
		out = -(temp[7:0]);
	else
		out = (temp[7:0]);
	end
end
endmodule
`timescale 1ns / 1ps
module comparator1(
	input[7:0] a,
	input[7:0] b,
	output reg out
    );
always@(*)
begin
if(a[6:0] > b[6:0])
	out = a[7];
else if(a[6:0] < b[6:0] )
	out = b[7];
else
	out = a[7]&b[7];
end
endmodule
`timescale 1ns / 1ps
module mux( input[7:0] a, input[7:0] b, input s,  output reg[7:0] o
    );
always@(*)
begin
if(s)
	o =  b;
else
	o = a;
end
endmodule
```
**flow/constraint.sdc**
```tcl
current_design adder1

set clk_period 4.9
set clk_io_pct 0.2

create_clock -name clk0 -period $clk_period

set non_clock_inputs [all_inputs -no_clocks]
set_input_delay [expr $clk_period * $clk_io_pct] -clock clk0 $non_clock_inputs
set_output_delay [expr $clk_period * $clk_io_pct] -clock clk0 [all_outputs]
```
**flow/config.mk**
```make
export PLATFORM = sky130hd
export DESIGN_NAME = adder1
export DESIGN_NICKNAME = adder1
export VERILOG_FILES = /design/flow/design.v
export SDC_FILE = /design/flow/constraint.sdc
export NUM_CORES = 4
export LEC_CHECK = 1
export CORE_AREA = 10 10 97 97
export DIE_AREA = 0 0 107 107
```
==> ci_impl_report.md <==
### Flow metrics

| Metric | Value |
|---|---|
| Crit Path Max Fanout | 5 |
| Layout sequential cell count | 0 |
| Critical Path AT | 3750 ps |
| Peak per-stage delay on the critical path | approximately 490 ps |
| Hold crit path type | input pin to primary output |
| VDD IR-drop max | 0.0000677 V |
| Crit path capture type | primary output |
| Type of the setup path with the least slack | input pin to primary output |
| Fin. Hold Viols | 0 |
| Part of the cycle the worst path needs | 0.966 |
| CP most frequent cell | clkdlybuf4s50_1 |
| Average wire per cell in the routed design | 9.67 um |
| Count of warnings emitted by yosys | 3 |
| Stage-log warning count | 35 |
| Grt total ovfl | 0 |
| Min Hold Slack | 2960 ps |
| Count of mapped cells out of synthesis | roughly 140 |
| Mean post-synth cell area | 7.48 um2 |
| Final-layout fill cell count | 808 |
| Ordered cell list for the critical path | clkdlybuf4s50_1 -> inv_1 -> nand3_1 -> buf_4 -> o31a_1 -> ha_4 -> mux2_2 -> a221o_1 -> o211ai_1 -> xnor2_1 -> clkdlybuf4s50_1 |
| Crit-path slowest cell | clkdlybuf4s50_1 |
| Leakage power of the design | 0.874 nW |
| Yosys-reported design area after synthesis | 0.00105 mm2 |
| Final-report setup violation count | 0 |
| Post-layout min period | 4730 ps |
| Non-Filler Cell Area, Final | 0.00188 mm2 |
| Least-Margin Pin Slew | 429 ps |
| Clock buffer count in the final layout | 0 |
| Wire length of the first global-routing pass | ~5.4 mm |
| Number of remaining DRC errors | 0 |
| Placed Area | ~0.0017 mm2 |
| Worst relative slew slack | 0.713 |
| Dpl hpwl | 2.57 mm |
| Die y size | 107 um |
| Proportion of synthesized chip area in sequential cells | 0 |
| Final wirelength | 2.98 mm |
| Status | complete, no violations |
| Number of input and output port buffers inserted | 25 |
| I/O pin count | 25 |
| Power Dens Cells | between 200 and 250 mW/mm2 |
| Cell total in the yosys stat output | 140 |
| Maximum number of pins on one net before global-route repair | 9 |
| Fraction of the core area occupied by cells at floorplan | 0.144 |
| Cell row count | 31 |
| Fraction of layout cells with a size suffix above 1 | 0.392 |
| Number of diodes added for antenna fixing | 0 |
| Startpoint kind of the worst setup timing path | input pin |
| CTS Hold Buffers Added | 0 |
| Growth of design area from synthesis to finish | 79.7% |
| FF+latch area | 0 um2 |
| Count of pins over their slew limit | 0 |
| Area of the core | approximately 0.0073 mm2 |
| Via-per-instance ratio | 3.87 |
| DRC marker count from the first detailed-route iteration | 13 |
| Number of iterations in the first detailed-routing pass | 4 |
| Maximum Capacitance Violations | 0 |
| Achievable Freq | between 200 and 250 MHz |
| Post-synth cell types | 39 |
| Vias after detailed routing | 1,191 |
| Cell Area, Synth | 0.00105 mm2 |
| Initial antenna violation count | 0 |
| Via count of the first global-routing pass | 1,205 |
| Worst path required time | 3920 ps |
| Chip width | 107 um |
| Post-detailed-route count of antenna-violating nets | 0 |
| Setup repair after global routing missed its margin | yes |
| Placer's final routability congestion estimate | 0.843 |
| Overall global routing resource usage | 0.0535 |
| Overall die area | between 0.01 and 0.015 mm2 |
==> critical path: cells and delay by family <==
family / cells / cell delay, ps
fa+ha+maj: 1 / 290
buf+inv: 4 / 1130
compound gates: 3 / 780
mux: 1 / 330
xor+xnor: 1 / 140
simple gates: 1 / 100
==> metrics by stage <==
| step | power [mW] | utilization | setup slack (ps) | cells | TNS, ps |
|---|---|---|---|---|---|
| final | 0.407 | 0.258 | 167 | 308 | 0 |
| after global placement | 0.361 | 0.234 | -278 | 301 | -1500 |
| after CTS | 0.380 | 0.247 | 18.0 | 303 | 0 |
| after detailed placement | 0.364 | 0.234 | -332 | 301 | -1830 |
| after global routing | 0.454 | 0.258 | 3.21 | 308 | 0 |
| after floorplan | 0.183 | - | 797 | 140 | 0 |
==> repair_timing <==
action / CTS / global route
endpoints found under the setup margin: 7 / 7
buffers inserted: 2 / 5
gates resized: 39 / 11
pin swaps: 22 / 17
==> cell usage after synthesis, drive strengths merged (3+ instances only) <==
cell type / number / area [um2]
a21o: 4 / 30.0
o31ai: 3 / 22.5
nand3: 7 / 35.0
a21oi: 7 / 35.0
and3: 4 / 35.0
nor2b: 4 / 25.0
xnor2: 17 / 149
inv: 17 / 63.8
ha: 19 / 238
nor2: 5 / 18.8
nand2: 12 / 45.0
mux2: 3 / 37.5
o21ai: 7 / 35.0
==> cell type report <==
cell class	count	area, um2	area share
Timing Repair Buffer	72	588	0.313
Tap cell	99	124	0.0658
Inverter	17	63.8	0.0339
Multi-Input combinational cell	120	1110	0.588
==> layer usage <==
layer | share of wire | GRT usage | vias up
met4 | 0 | 0 | 0
met1 | 0.58 | 0.0851 | 517
met2 | 0.37 | 0.0764 | 24
met3 | 0.046 | 0.00970 | 0
met5 | 0 | 0 | -
li1 | - | - | 650
==> kinds of logic after synthesis <==
family                   synth area share
buffers and inverters              0.0753
adder cells (fa/ha/maj)             0.246
AND-OR/OR-AND                       0.284
multiplexers                       0.0358
XOR/XNOR                            0.151
AND/OR/NAND/NOR                     0.208
==> worst paths after layout <==
kind / endpoint / slack (ps) / depth (start not counted) / start
setup / recovery: sum[4] / 170 / 11 / b[5]
hold / removal: sum[8] / 2960 / 4 / a[7]
==> power by group <==
group	switching, mW	internal [mW]	leakage (nW)
Clock	0	0	0
Combinational	0.164	0.244	0.874
Sequential	0	0	0
Total	0.164	0.244	0.874
==> cell usage in the layout, fill, tap and decap left out, types with 2 or more instances in the layout <==
cell             count
a21o_1               4
a21oi_1              3
a21oi_2              3
and3_4               2
buf_4               47
clkdlybuf4s50_1     10
dlygate4sd2_1       14
ha_1                16
ha_2                 2
inv_1               14
inv_2                3
mux2_4               2
nand2_1             10
nand2_2              2
nand2b_1             2
nand3_1              6
nand3b_1             2
nand4_1              2
nor2_1               5
nor2b_1              3
o211ai_1             2
o21ai_0              2
o21ai_1              3
o21ai_2              2
o31a_1               2
o31ai_2              2
xnor2_1             16
Power and IR drop assume default switching activity.
