## flow/run.sh

```bash
#!/bin/bash
# OpenROAD 26Q1-2900-gdf79404cd8, Yosys 0.63+post, stock flow scripts
make -C /OpenROAD-flow-scripts/flow DESIGN_CONFIG=/design/flow/config.mk WORK_HOME=/design/flow/orfs finish
```

## flow/config.mk

```make
export PLATFORM = sky130hd
export DESIGN_NAME = three_mult
export DESIGN_NICKNAME = three_mult
export VERILOG_FILES = /design/flow/design.v
export SDC_FILE = /design/flow/constraint.sdc
export NUM_CORES = 4
export LEC_CHECK = 1
export CORE_AREA = 10 10 70 70
export DIE_AREA = 0 0 80 80
```

## flow/constraint.sdc

```tcl
current_design three_mult

set clk_period 1.0
set clk_io_pct 0.2

create_clock -name clk0 -period $clk_period [get_ports {clk}]

set non_clock_inputs [all_inputs -no_clocks]
set_input_delay [expr $clk_period * $clk_io_pct] -clock clk0 $non_clock_inputs
set_output_delay [expr $clk_period * $clk_io_pct] -clock clk0 [all_outputs]
```

## flow/design.v

```verilog
`timescale 1ns / 1ps
module three_mult(
	input in,
	input reset,
	output reg out,
	output reg[1:0]  state,
	input clk
    );
always@(posedge clk)
begin
	if(reset)
	begin
		state =0;
		out =0;
	end
	else
	begin
		case(state)
		2'b0:
		begin
			if(in)
				begin
				state = 2'b1;
				out = 0;
				end
			else
				out = 1;
		end
		2'b1:
		begin
			if(in)
				begin
				state = 2'b0;
				out = 1;
				end
			else
				begin
				state = 2'b10;
				out = 0;
				end
		end
		2'b10:
		begin
			if(in)
				begin
				state = 2'b10;
				out = 0;
				end
			else
				begin
				state = 2'b1;
				out = 0;
				end
		end	
		endcase
	end
end
endmodule
```

==> flow.log <==
[flow] collecting metrics
[metrics] outcome: complete, but fails checks
[metrics] violated checks: negative setup slack
[metrics] count of warnings emitted by yosys: 1
[metrics] sort of element at the end of the critical path: flip-flop
[metrics] die span in x: 80 µm
[metrics] drt initial violations: 21
[metrics] OpenROAD warnings: 32
[metrics] P per Cell Area: 2520 nW/µm²
[metrics] clock-pin slew reported for the worst setup and hold paths after clock tree synthesis: 0.04 ns
[metrics] HPWL after detailed placement: 420 µm
[metrics] area of the die: 6400 µm²
[metrics] crit start category: flip-flop
[metrics] mean instance size in the synthesized netlist: 9.84 µm²
[metrics] number of flops mapped to enable cells by yosys: 0
[metrics] Final ANT Viol Nets: 0
[metrics] Layout Cell Area excl Fill: 519 µm²
[metrics] vias in the first global route: 235
[metrics] crit path from: state[1]$_SDFFE_PP0P_
[metrics] Top-area cell share: 28.9%
[metrics] library cell with the largest summed area after synthesis: sky130_fd_sc_hd__ha_1
[metrics] later-pin clock latency in the skew report: 0.23 ns
[metrics] register area share after synthesis: 27.7%
[metrics] worst min-delay path startpoint: out$_SDFFE_PP0P_
[metrics] area used by multi-input combinational logic: 213 µm²
[metrics] post-synthesis instance total: 22
[metrics] placement row count: 21
[metrics] WP data arrival: 1.42 ns
[metrics] number of antenna cells inserted: 0
[metrics] WL/cell: 7.53 µm
[metrics] final period utilization: 131%
[metrics] core outline area: 3420 µm²
[metrics] count of endpoints failing hold in the final timing report: 0
[metrics] total congestion overflow after global routing: 0
[metrics] sequential cell area: 63.8 µm²
[metrics] Worst Hold Depth: 2
[metrics] global-route wire length before repair: 959 µm
[metrics] Crit path top cell by count: sky130_fd_sc_hd__a211oi_1
[metrics] vias per cell: 2.44
[metrics] number of DRC violations after detailed routing: 0
[metrics] total wire length after detailed routing: 655 µm
[metrics] global routing usage summed across all routing layers: 1.76%
[metrics] most used standard cells in the synthesized netlist: sky130_fd_sc_hd__ha_1 (5), sky130_fd_sc_hd__dfxtp_1 (3), sky130_fd_sc_hd__inv_1 (3), sky130_fd_sc_hd__nor2_1 (3)
[metrics] source of the worst register-to-register timing path: state[1]$_SDFFE_PP0P_
[metrics] Layout area overhead: 140%
[metrics] antenna violations before repair: 0
[metrics] count of different cell masters after synthesis: 10
[metrics] standard cell with the maximum stage delay on the critical path: sky130_fd_sc_hd__dfxtp_2
[metrics] Buffers on Ports: 5
[metrics] clock period minus worst slack: 1.31 ns
[metrics] Register-to-Register Path Depth: 6
[metrics] TritonRoute pass-1 iters: 2
[metrics] floorplan core density: 6.34%
[metrics] global placement routability congestion: 0.669
[metrics] upper clock frequency limit: 764 MHz
[metrics] CTS max path bufs: 2
[metrics] IO Count: 6
[metrics] Max Cap Violations: 0
[metrics] root buf cell: sky130_fd_sc_hd__clkbuf_4
[metrics] setup slack, reg-to-reg: -0.31 ns
[metrics] total power after layout: 0.00131 W
[metrics] H-tree depth: 1
[metrics] pin count of the biggest net entering global routing: 5
[metrics] endpoint of the worst register-to-register path: state[1]$_SDFFE_PP0P_
[metrics] class of the most critical setup path: flip-flop to flip-flop
[metrics] TritonCTS clock tree: done
[metrics] crit-path max FO: 3
[metrics] most popular library cell in the synthesized design by count: sky130_fd_sc_hd__ha_1
[metrics] proportion of layout cells with a drive suffix above 1: 70.7%
[metrics] worst vdd ir: 0.430 mV
[metrics] RSZ-0062 raised after global routing: yes
[metrics] Hold Path Sink: out$_SDFFE_PP0P_
[metrics] Clock Sink Count: 3
[metrics] placed inst area: 385 µm²
[metrics] synth top area cells: sky130_fd_sc_hd__ha_1 (29%), sky130_fd_sc_hd__dfxtp_1 (28%), sky130_fd_sc_hd__mux2i_1 (9.2%), sky130_fd_sc_hd__a211oi_1 (6.9%), sky130_fd_sc_hd__mux2i_2 (6.4%)
[metrics] yosys stat cell total: 22
[metrics] filler cell count in the final layout: 383
[metrics] FF+latch count, synth: 3
[metrics] data required time at the worst endpoint: 1.11 ns
[metrics] slew at the pin with the worst max-slew slack: 0.264 ns
[metrics] yosys-reported design area after synthesis: 216 µm²
[metrics] leakage power: 0.200 nW
[metrics] crit-path max cell delay: 0.33 ns
[metrics] Max Slew Vio Count: 0
[metrics] headroom to the max-slew limit: 82.3%
[metrics] asr flop ratio synth: 0%
[metrics] chain of cells forming the critical path: buf_6 -> inv_4 -> ha_4 -> mux2i_4 -> a211oi_1 -> a211oi_1
[metrics] Setup-failing EPs final: 4
[metrics] die y size: 80 µm
[metrics] total number of vias: 212
[metrics] worst clock skew on the final layout: 0.00251 ns
[metrics] primary flip-flop cell chosen by synthesis mapping: sky130_fd_sc_hd__dfxtp_1
[metrics] synthesized cell area: 216 µm²
[metrics] min setup slack post-route: -0.309 ns
[metrics] number of buffers created by CTS: 3
[metrics] path category of the worst min-delay check: flip-flop to flip-flop
## what timing repair did
item                       in CTS  in global routing
pin swaps                       2                  3
gates cloned                    0                  0
gates resized                  15                 12
setup endpoints to repair       6                  4
buffers inserted                4                  2
hold buffers                    0                  0
## cell families after synthesis
| group | synth area share, % |
|---|---|
| compound gates | 11.0 |
| fa+ha+maj | 28.9 |
| buf+inv | 5.20 |
| flops | 27.7 |
| mux | 15.6 |
| simple gates | 11.6 |
## per-stage QoR
stage	hold WS, ns	TNS [ns]	instances	setup slack [ns]	utilization, %
after CTS	0.472	-0.789	86	-0.265	13.4
after floorplan	0.265	-0.320	22	-0.132	-
after global routing	0.505	-1.11	87	-0.354	15.2
after global placement	0.460	-1.18	78	-0.362	11.3
final	0.455	-0.929	87	-0.309	15.2
after detailed placement	0.470	-1.22	78	-0.374	11.3
## layout make-up
cell class              count  share of cell area, %
clock buffers               4                   5.06
well taps                  46                   11.1
flip-flops and latches      3                   12.3
multi-input cells          16                   41.0
repair buffers             15                   27.5
inverters                   3                   3.13
## flip-flops by register name (all words and copies together), names as in the netlist
register  cells
state         2
out           1
## where the power goes
group          leakage (nW)  total (W)  switching, W  internal, W
Sequential           0.0258   0.000203     0.0000276     0.000175
Combinational         0.159   0.000892      0.000356     0.000536
Clock                0.0150   0.000212     0.0000627     0.000150
Total                 0.200    0.00131      0.000446     0.000861
## critical path, delay by kind of cell (launching register included)
| family | cells | cell delay [ns] |
|---|---|---|
| AND-OR/OR-AND | 2 | 0.36 |
| flip-flops | 1 | 0.33 |
| adder cells (fa/ha/maj) | 1 | 0.28 |
| buffers and inverters | 2 | 0.13 |
| multiplexers | 1 | 0.08 |
## layout by cell type, fill, tap and decap left out, types with 2 or more instances in the layout
cell type and instances:
sky130_fd_sc_hd__ha_4 3, sky130_fd_sc_hd__clkdlybuf4s50_1 2, sky130_fd_sc_hd__dfxtp_2 3, sky130_fd_sc_hd__inv_4 2
sky130_fd_sc_hd__mux2i_1 2, sky130_fd_sc_hd__ha_1 2, sky130_fd_sc_hd__a211oi_1 2, sky130_fd_sc_hd__clkbuf_4 3
sky130_fd_sc_hd__buf_4 4, sky130_fd_sc_hd__buf_6 7
## per-layer routing
metal  wire length (µm)  global-route usage, %
met5                  0                      0
met3                  0                      0
met1                316                   1.86
met4                  0                   1.23
met2                338                   3.29
## worst max-delay path by stage
stage	endpoint	slack, ns	depth (start not counted)
after CTS	state[0]$_SDFFE_PP0P_	-0.27	6
after global routing	state[1]$_SDFFE_PP0P_	-0.35	6
final	state[1]$_SDFFE_PP0P_	-0.31	6
Power is estimated from default activity; no workload was simulated.
