<file path="design.v">
`timescale 1ns / 1ps
module bin_frac_seq_mult(input clk, input start, input [6:0] a, input [6:0] b, output done, output[13:0] product
    );
wire in_a;  
wire[13:0] out;  
counter c(.start(start),.clk(clk),.done(done));
shifter s1(.in(a),.clk(clk),.out(in_a),.start(start),.done(done));
multiplier m(.a(in_a),.b(b),.out(out),.clk(clk),.start(start),.done(done));
assign product = out;
endmodule
`timescale 1ns / 1ps
module counter(input clk, input start, output done
    );
reg[2:0] count;  
reg done1;
assign done = done1;
always @(posedge clk)
begin
	if(start)  
	begin
		count <=3'b000;
		done1 <= 1'b0;
	end
	else
	begin			 
		if(count==3'b111)
			done1 <= 1'b1;
		else
			count <= count + 3'b001;
	end
end
endmodule
`timescale 1ns / 1ps
module multiplier(input a, input[6:0] b, input clk, input start, input done, output[13:0] out
    );
reg [13:0] out1;
reg cy_out;
reg [6:0]sum ; 
assign out =out1;
always @(posedge clk)
begin
	if(start)  
	begin
		out1 = 14'b00000000000000;
	end
	else
	begin
		if(~done) 
		begin
			{cy_out,sum}=((a)?b:(7'b0000000))+out1[13:7];  
			out1 = {((a)?b:(7'b0000000)),7'b0000000}+out1;   
			out1 = out1>>1; 											 
			out1[13] = cy_out?1'b1:1'b0; 							 
		end
		else
		out1 = 14'b00000000000000; 								 
	end
end
endmodule
`timescale 1ns / 1ps
module shifter(input[6:0] in, input clk, input start, input done, output out
    );
reg [7:0] out1;
assign out =out1[0];  
always @(posedge clk)
begin
	if(start)		 
	begin
		out1= {in,1'b0};
	end
	else
	begin 		 
		if(~done)
		begin
			out1 = out1>>1;
		end
		else
		begin   
		out1 =0;
		end
	end
end
endmodule
</file>
<file path="run.sh">
#!/bin/bash
# OpenROAD 26Q1-2900-gdf79404cd8, Yosys 0.63+post, stock flow scripts
make -C /OpenROAD-flow-scripts/flow DESIGN_CONFIG=/design/flow/config.mk WORK_HOME=/design/flow/orfs finish
</file>
<file path="config.mk">
export PLATFORM = sky130hd
export DESIGN_NAME = bin_frac_seq_mult
export DESIGN_NICKNAME = bin_frac_seq_mult
export VERILOG_FILES = /design/flow/design.v
export SDC_FILE = /design/flow/constraint.sdc
export NUM_CORES = 4
export LEC_CHECK = 1
export CORE_AREA = 10 10 105 105
export DIE_AREA = 0 0 115 115
</file>
<file path="constraint.sdc">
current_design bin_frac_seq_mult

set clk_period 3.1
set clk_io_pct 0.2

create_clock -name clk0 -period $clk_period [get_ports {clk}]

set non_clock_inputs [all_inputs -no_clocks]
set_input_delay [expr $clk_period * $clk_io_pct] -clock clk0 $non_clock_inputs
set_output_delay [expr $clk_period * $clk_io_pct] -clock clk0 [all_outputs]
</file>
==> results.py <==
# Flow results
metrics = {
    "power_and_ir_drop": {
        "clkPwrFrac_pct": 38.4,
        "p_per_area_mw_per_mm2": 460.3,
        "peakVddDrop_mv": 0.2806,
        "power_mw": 0.7332,
        "netSwitchingPower_mw": 0.1515,
        "p_int_mw": 0.5817,
        "swShare_pct": 20.67,
        "comb_power_share_pct": 12.0,
        "seqPwrFrac_pct": 49.6,
        "p_leak_nw": 0.6402,
    },
    "routing": {
        "ant_nets": 0,
        "num_antenna_cells": 0,
        "dr_total_vias": 815,
        "first_pass_iters": 4,
        "routed_wl_um": 2587,
        "drc_errors": 0,
        "avgViaCountPerCell": 3.260,
        "wl_per_cell_um": 10.35,
        "first_iter_violations": 10,
    },
    "floorplan": {
        "std_cell_rows": 34,
        "dieArea_sq_mm": 0.01323,
        "die_y_um": 115,
        "fp_util_pct": 12.31,
        "core_area_sq_mm": 0.008763,
        "die_x_um": 115,
        "ioPinCount": 31,
    },
    "cts": {
        "cts_buffers": 3,
        "ctsHoldBuffers": 0,
        "htree_levels": 1,
        "clk_path_buf_depth": 2,
        "clock_latency_ns": 0.27,
        "cts_resized": 0,
        "cts_tree": "built",
        "root_buffer": "clkbuf_8",
        "post_cts_buffers": 0,
        "clkSlewWorstSetupHoldPaths_ns": 0.10,
        "clkSinkCount": 26,
    },
    "min_path": {
        "holdPathStages": 1,
        "hold_class": "flip-flop to flip-flop",
    },
    "place": {
        "portBuffers": 30,
        "dpl_cell_area_sq_mm": 0.001521,
        "dp_hpwl_um": 2014,
        "globalplace.congestion": 0.7979,
        "place_ws_ns": 0.6156,
        "post-place-cells": 246,
    },
    "global_routing": {
        "gr-total-overflow": 0,
        "first_global_vias": 840,
        "grt_pass1_wl_um": 4305,
        "antenna_found_initial": 0,
        "grt_max_degree": 19,
        "grtUsageTotal_pct": 3.981,
    },
    "run": {
        "warning_count": 25,
        "maxCapViolCount": 0,
    },
    "layout": {
        "syn2layout_area_growth_pct": 47.68,
        "drive_above_1_share_pct": 4.930,
        "finish.instance_area_sq_mm": 0.001593,
        "stdcell_count": 250,
    },
    "logic_synthesis": {
        "ys_types": 27,
        "avgSynthCellArea_sq_um": 9.986,
        "ys_cells": 108,
        "syn_inst": 108,
        "yosysSeqAreaShare_pct": 48.26,
        "syn_area_sq_mm": 0.001079,
        "ys_chip_area_sq_mm": 0.001079,
        "ys_ff": 26,
        "ys_warn_count": 3,
    },
    "sta": {
        "period_minus_slack_ns": 2.200,
        "fin_ws_ns": 0.8998,
        "grt_setup_unrepaired": "no",
        "slew_headroom_pct": 73.03,
        "setup_viol": 0,
        "tightestPinTransition_ns": 0.4021,
        "fin_crit_sh_pct": 70.97,
        "final_max_slew_viol_count": 0,
        "setup-tns-final_ns": 0,
        "finalHoldViolCount": 0,
        "max_freq_mhz": 454.5,
        "finClkSkew_ns": 0.008549,
    },
    "setup_path": {
        "cp_top_family": "adder cells",
        "slowest_stage": "clkdlybuf4s50_1",
        "cp_max_fo": 3,
        "startpoint_type": "primary input",
        "end_kind": "flip-flop",
        "cp_num_buf_inv": 2,
        "cp.depth": 9,
        "cp.required_ns": 3.26,
        "crit_type": "primary input to flip-flop",
        "reg2regPathDepth": 8,
        "slowest_delay_ns": 0.45,
        "crit_path_cell_trace": "clkdlybuf4s50_1, and2_1, ha_1, inv_1, fa_1, nor2b_1, o31a_1, or3_1, nand3_1",
        "cp_data_arrival_time_ns": 2.36,
    },
    "status": {
        "status": "completed",
    },
}
-- cell families after synthesis --
family | Yosys count | synth area share, %
adders and majority gates | 10 | 12.30
and+or+nand+nor | 39 | 19.14
DFF | 26 | 48.26
xor gates and xnor gates | 1 | 0.8122
muxes | 2 | 1.856
AOI/OAI and AO/OA | 24 | 15.55
buffers and inverters | 6 | 2.088
-- flip-flops by register name (all words and copies together), names as in the netlist --
name	flops
s1.out1	8
m.out1	14
c.count	3
c.done1	1
-- final timing paths --
kind	end	from	slack, ns
setup reg to reg	m.out1[12]	s1.out1[0]	1.21
hold / removal	s1.out1[0]	s1.out1[1]	0.43
setup / recovery	m.out1[12]	b[0]	0.90
hold reg to reg	s1.out1[0]	s1.out1[1]	0.43
-- cell usage in the layout, fill, tap and decap left out, drive strengths merged --
master         synthesis  final
o2111ai                1      1
o21ai                  8      8
and2                  15     15
a211oi                 3      3
a21oi                  1      1
ha                     9      9
nor2                  13     13
a21o                   1      1
o31a                   1      1
fa                     1      1
bufinv                 0      1
or2                    1      1
o21a                   2      2
or3                    2      2
mux2i                  2      2
a31oi                  1      1
dfxtp                 26     26
xor2                   1      1
nor4                   1      1
nor2b                  2      2
nand2b                 1      1
clkdlybuf4s50          0     30
inv                    4      4
clkbuf                 2      3
o211a                  1      1
nand2                  2      2
nor3                   1      1
a22o                   5      5
buf                    0      2
nand3                  1      1
-- per-stage QoR --
stage	util (%)	hold WS, ns
after global placement	17.36	0.4148
after floorplan	-	0.4057
after CTS	18.18	0.4240
final	18.18	0.4297
after global routing	18.18	0.4430
after detailed placement	17.36	0.4180
-- area by class of cell --
| cell class | count | area, sq um |
|---|---|---|
| multi-input combinational | 76 | 535.5 |
| tap | 108 | 135.1 |
| fill | 976 | 7171 |
| timing repair buffer | 32 | 315.3 |
| clock inverter | 1 | 30.03 |
| inverter | 4 | 15.01 |
| clock buffer | 3 | 41.29 |
| sequential | 26 | 520.5 |
-- routing by layer --
layer	global-route usage [%]	routed length [um]	vias to the layer above
met4	0.3300	18	0
met3	1.741	242	2
met2	5.781	1019	24
met5	0	0	-
li1	-	-	441
met1	5.592	1307	348
-- cell usage after synthesis (all sizes together) --
cell type,instances,area (sq um)
nor3,1,5.000
or3,2,12.51
fa,1,20.02
a22o,5,43.79
o31a,1,8.760
a31oi,1,6.260
clkbuf,2,7.510
a21oi,1,5.000
nor2,13,48.80
o2111ai,1,8.760
a21o,1,7.510
nand3,1,5.000
and2,15,93.84
nor2b,2,12.51
o21a,2,15.01
nor4,1,6.260
nand2,2,7.510
ha,9,112.6
dfxtp,26,520.5
o211a,1,10.01
xor2,1,8.760
mux2i,2,20.02
o21ai,8,40.04
inv,4,15.01
nand2b,1,6.260
a211oi,3,22.52
or2,1,8.760
-- power by group through the flow --
stage                 Combinational, mW  Clock (mW)  Sequential (mW)
after CTS                        0.0905       0.296            0.364
after global routing              0.101       0.310            0.367
final                            0.0881       0.282            0.364
Power figures rest on the tool's default switching activity, not on a simulated workload.
